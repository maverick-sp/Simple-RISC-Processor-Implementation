<file path="flow/constraint.sdc">
current_design ExecuteStage

set clk_period 270.7
set clk_io_pct 0.2

create_clock -name clk0 -period $clk_period

set non_clock_inputs [all_inputs -no_clocks]
set_input_delay [expr $clk_period * $clk_io_pct] -clock clk0 $non_clock_inputs
set_output_delay [expr $clk_period * $clk_io_pct] -clock clk0 [all_outputs]
</file>
<file path="flow/design.v">
`timescale 1ns / 1ps
module ALU(
    input [31:0] A, B,
    input isAdd, isSub, isComp, isMul, isDiv, isMod, isLSL, isLSR, isASR, isOR, isAND, isNOT, isMov,
    output reg flags_eq, flags_gt,
    output [31:0] aluResult
);
    reg [31:0] aluRes;
    always @(*) begin
        aluRes = 0;
        flags_eq = 0;
        flags_gt = 0;
        if (isAdd) aluRes = A + B;  
        if (isSub) aluRes = A - B;  
        if (isComp) begin  
            flags_eq = (A == B);
            flags_gt = (A >> B);
        end
        if (isMul) aluRes = A * B;  
        if (isDiv) aluRes = A / B;  
        if (isMod) aluRes = A % B;  
        if (isLSL) aluRes = A << B;  
        if (isLSR) aluRes = A >> B;  
        if (isASR) aluRes = $signed(A) >>> B;  
        if (isOR) aluRes = A | B;  
        if (isAND) aluRes = A & B;  
        if (isNOT) aluRes = ~A;  
        if (isMov) aluRes = B;  
    end
    assign aluResult = aluRes;
endmodule
`timescale 1ns / 1ps
module ExecuteStage(
    input [31:0] branch_Target, op1, op2, immx,
    input isRet, isBeq, isBgt, isUbranch, isImmediate,
    input isAdd, isSub, isComp, isMul, isDiv, isMod, isLSL, isLSR, isASR, isOR, isAND, isNOT, isMov,
    output [31:0] branchPC,
    output isBranchTaken,
    output [31:0] aluResult
);
    wire flag_eq, flag_gt;
    assign branchPC = isRet ? op1 : branch_Target;
    assign isBranchTaken = (flag_eq & isBeq) | isUbranch | (flag_gt & isBgt);
    wire [31:0] alu_input2;
    assign alu_input2 = isImmediate ? immx : op2;
    ALU ALU1(
        .A(op1), .B(alu_input2), .isAdd(isAdd), .isSub(isSub), .isComp(isComp), .isMul(isMul),
        .isDiv(isDiv), .isMod(isMod), .isLSL(isLSL), .isLSR(isLSR), .isASR(isASR), .isOR(isOR),
        .isAND(isAND), .isNOT(isNOT), .isMov(isMov), .flags_eq(flag_eq), .flags_gt(flag_gt),
        .aluResult(aluResult)
    );
endmodule
</file>
<file path="flow/config.mk">
export PLATFORM = sky130hd
export DESIGN_NAME = ExecuteStage
export DESIGN_NICKNAME = ExecuteStage
export VERILOG_FILES = /design/flow/design.v
export SDC_FILE = /design/flow/constraint.sdc
export NUM_CORES = 4
export LEC_CHECK = 1
export CORE_UTILIZATION = 30
</file>
<file path="flow/run.sh">
#!/bin/bash
# OpenROAD 26Q1-2900-gdf79404cd8, Yosys 0.63+post, stock flow scripts
make -C /OpenROAD-flow-scripts/flow DESIGN_CONFIG=/design/flow/config.mk WORK_HOME=/design/flow/orfs finish
</file>
==> out/metrics.csv <==
metric,value,unit
status,"complete, no violations",
xor+xnor area frac,0.0789,
Area leader share,0.163,
Avg Inst Size Synth,6.99,µm²
register area,0,µm²
Hold Buf Count CTS,0,
layout overhead on the synthesized area,10.3,%
DR vias/cell,6.08,
die x size,439,µm
Relative slew margins,0.172,
max incr delay on CP,0.84,ns
Synth Warn #,1,
Switching Fraction,0.644,
critical path launch point type,input pin,
initial antenna violation count,27,
largest net degree at the start of global routing,60,
total number of vias,65766,
Die Size,0.193,mm²
flop count,0,
Routed WL,326,mm
DRT iter0 DRCs,6509,
PostCTS Resize Cnt,0,
critical-path maximum fanout,44,
Synth top cells by count,"nand2_1 (968), nor2_1 (879), ha_1 (749)",
port buffer count,211,
Final Hold Fails,0,
DR WL/cell,30.1,µm
Critical Path RT,216.56,ns
Final min period,194.59,ns
"area leader, netlist",ha_1,
DRC,0,
# IOs,211,
element type at the critical path end,output pin,
post-CTS setup buffers,0,
Worst Path Arrival,140.45,ns
Max Freq,5.14,MHz
Overflow after GRT,0,
Slowest cell on crit path,o311ai_0,
Post-Synth AOI/OAI Area,0.278,
global placer's final weighted congestion,1.16,
Synth cell types,109,
hold wc startpoint,isUbranch,
switching power,555,µW
"Seq share, synth",0,
final setup vio count,0,
hold depth,3,
synth top area cells,"ha_1 (16%), fa_1 (14%), nand2_1 (6.3%)",
main logic family after synthesis,adder cells,
"antenna viol nets, final",0,
Yosys Chip Area,0.0574,mm²
max_cap viols,0,
mux share,0.0405,
crit-path most repeated cell,ha_1,
RSZ-0062 raised after global routing,false,
clock buf count,0,
Post-DP HPWL,262,mm
Synth Cell Area,0.0574,mm²
ys cells,8217,
Row Count,160,
first-pass GRT wire length,460,mm
Power Density,13.6,mW/mm²
Die Ht,439,µm
vias in the first global route,62615,
Hold/Removal Path Class,input pin to output pin,
Power Total,861,µW
Hold Crit Endpoint,isBranchTaken,
Core Area,0.190,mm²
drt pass-1 iters,6,
fraction of layout cells with a size suffix above 1,0.0728,
yosys adder share,0.306,
Mapped Cells,8217,
tool warnings,89,
simple share,0.222,
fin crit share,0.719,
Int Pwr,306,µW
VDD IR max,0.0000475,V
worst-margin pin slew,1.23,ns
Initial Util,0.302,
setup TNS,0,ns
All-Layer GR Usage,0.338,
max-slew violation count,0,
Pleak,28.5,nW
most frequent cell after synthesis,nand2_1,
kind of critical path,input pin to output pin,
worst max-delay path, delay by kind of cell:
family / cells / cell delay (ns)
multiplexers: 4 / 1.84
buffers and inverters: 27 / 6.63
AND/OR/NAND/NOR: 86 / 23.31
AND-OR/OR-AND: 153 / 44.33
adder cells (fa/ha/maj): 31 / 9.83
routing by layer:
layer,GRT usage,vias to the layer above,wire (µm)
li1,-,29425,-
met1,0.425,31678,126000
met2,0.501,3671,138000
met3,0.101,950,34300
met4,0.224,42,27400
met5,0,-,309
how the worst max path moves through the flow:
stage,start,endpoint,slack [ns]
after global routing,immx[18],aluResult[27],71.47
final,immx[18],aluResult[27],76.11
after CTS,immx[18],aluResult[27],78.24
final cells by class:
cell class / instances / area, µm²
timing repair buffer: 480 / 4060
inverter: 707 / 2650
multi-input combinational: 7109 / 53500
fill: 20215 / 127000
tap: 2511 / 3140
antenna: 8 / 20.0
kinds of logic (layout without fill, tap and decap cells):
| logic type | Yosys count | in the layout |
|---|---|---|
| adder cells (fa/ha/maj) | 1160 | 1160 |
| AND-OR/OR-AND | 2410 | 2410 |
| XOR/XNOR | 517 | 517 |
| other | 0 | 8 |
| multiplexers | 209 | 209 |
| AND/OR/NAND/NOR | 2813 | 2813 |
| buffers and inverters | 1108 | 1187 |
placed cells by master (no fill, tap or decap), types with 118 or more instances in the layout:
| cell | netlist | routed |
|---|---|---|
| buf_4 | 3 | 270 |
| o21ai_0 | 419 | 418 |
| a21oi_1 | 666 | 665 |
| xnor2_1 | 335 | 335 |
| nand2_1 | 968 | 967 |
| o21a_1 | 118 | 118 |
| nor3_1 | 223 | 223 |
| xor2_1 | 182 | 182 |
| ha_1 | 749 | 749 |
| clkdlybuf4s50_1 | 0 | 197 |
| nor2_1 | 879 | 876 |
| inv_1 | 689 | 681 |
| a21o_1 | 208 | 208 |
| fa_1 | 411 | 411 |
| nand3_1 | 168 | 168 |
through the flow:
step,std cells,cell area (µm²),utilization,hold slack [ns],worst slack [ns]
after floorplan,8217,57400,-,108.33,90.94
after CTS,10807,63300,0.333,109.29,78.24
after detailed placement,10807,63300,0.333,109.28,78.54
final,10815,63400,0.333,109.28,76.11
after global placement,10807,63300,0.333,109.28,79.12
after global routing,10807,63300,0.333,109.31,71.47
power by group through the flow:
stage	registers [mW]	logic, mW	clock network [mW]
CTS	0	0.831	0
global route	0	0.934	0
Power is estimated from default activity; no workload was simulated.
