==> flow/design.v <==
`timescale 1ns / 1ps
module Instruction_Fetch (
    input [31:0] PC,
    input Clk,
    input Reset,
    input IsBranchTaken,
    input [31:0] BranchPC,
    output reg [31:0] pc_current,
    output [31:0] Instruction
);
reg [31:0] instruction_memory [0:255];  
initial begin
    instruction_memory[0]=0;
    instruction_memory[1]  = 32'h4c400002;  
    instruction_memory[2]  = 32'h4c800006;  
    instruction_memory[3]  = 32'h0C480003;  
end
assign Instruction = instruction_memory[pc_current]; 
always @(negedge Clk ) begin
    if (Reset) begin
        pc_current <= 32'b0;  
    end else begin
        if (IsBranchTaken)
            pc_current <= BranchPC;
        else
            pc_current <= pc_current + 1;   
    end
end
endmodule
==> flow/run.sh <==
#!/bin/bash
# OpenROAD 26Q1-2900-gdf79404cd8, Yosys 0.63+post, stock flow scripts
make -C /OpenROAD-flow-scripts/flow DESIGN_CONFIG=/design/flow/config.mk WORK_HOME=/design/flow/orfs finish
==> flow/config.mk <==
export PLATFORM = sky130hd
export DESIGN_NAME = Instruction_Fetch
export DESIGN_NICKNAME = Instruction_Fetch
export VERILOG_FILES = /design/flow/design.v
export SDC_FILE = /design/flow/constraint.sdc
export NUM_CORES = 4
export LEC_CHECK = 1
export CORE_UTILIZATION = 40
export SYNTH_MEMORY_MAX_BITS = 65536
==> flow/constraint.sdc <==
current_design Instruction_Fetch

set clk_period 5.6
set clk_io_pct 0.2

create_clock -name clk0 -period $clk_period [get_ports {Clk}]

set non_clock_inputs [all_inputs -no_clocks]
set_input_delay [expr $clk_period * $clk_io_pct] -clock clk0 $non_clock_inputs
set_output_delay [expr $clk_period * $clk_io_pct] -clock clk0 [all_outputs]
==> results.toml <==
# physical design summary
[route]
wl_met1_um = 2690
ant_nets = 0
drt-total-wl_um = 5600
antenna-diode-count = 0
route.vias.total = 2272
wl_met3_um = 365
wire_per_inst_um = 12.4
dr.pass1.iters = 4
drc = 0
drt-vias-per-instance = 5.04
drt_iter0_markers = 94
top_layer = "met4"
route.met2.wl_um = 2510

[hold_path]
min_path_type = "reg -> reg"

[cts]
cts_tree = "done"
ctsResizeCount = 0
cts.sinks = 37
hold_buffers = 0
htreeDepth = 2
clk_pin_slew_ns = 0.03
post_cts_buffers = 0
insertion_delay_ns = 0.35
numCtsBuffers = 5
clockBufferDepth = 2
root_buffer = "clkbuf_8"

[synth]
ys_cells = 271
edf_count = 0
top_area_share_pct = 33.6
avgSynthCellArea_um2 = 8.13
top_area_cell = "dfxtp_1"
synthesis.area_um2 = 2200
yosys-stat-area_um2 = 2200
netlist_top_cells_area = "dfxtp_1 34%, buf_4 9.2%, nor2_1 4.9%, a211oi_1 4.8%, a2111oi_0 4.0%"
async_flop_share_pct = 0
yosysSeqAreaShare_pct = 33.6
synth.distinct_cells = 36
ff_type = "dfxtp_1"
ys_warn_count = 1
syn_inst = 271
ys_ff = 37

[cells_and_area]
stdcell_count = 451
syn_to_final_growth_pct = 46.0
drive_gt1_share_pct = 6.30

[power]
p_leak_uw = 0.00133
max-vdd-ir-drop_mv = 0.138
power.density_nw_per_um2 = 247

[sta]
hold_viol = 0
finalSetupViolCount = 0
slew_headroom_pct = 65.1
final.setup.tns_ns = 0
finalClockSkew_ns = 0.0127
drv_slew = 0
worst_slew_pin_slew_ns = 0.519
rsz0062_at_grt = "no"

[critical_path]
critPathTopFamily = "buffers and inverters"
endpoint_kind = "primary output"
path_cells = "clkdlybuf4s50_1"
arrival_ns = 4.17
critPathLaunchType = "flip-flop"
critPathBufInv = 1
max_stage_delay_ns = 0.53
crit_fanout = 9
path_class = "reg -> out"
cp.required_ns = 4.48
slowest_stage = "clkdlybuf4s50_1"

[floorplanning]
die_area_um2 = 5810
ioPinCount = 131
rows = 26
die_y_um = 76.2
die_w_um = 76.2
initial_core_util_pct = 42.3
core_um2 = 5200

[grt]
antenna_found_initial = 0
grt-ovfl-total = 0
grt_max_degree = 20
grt_pass1_wl_um = 9730
grt_pass1_vias = 2160
grt_usage_pct = 20.6

[job]
tool_warnings = 95
cap_viol_max_count = 0

[placement]
place_hpwl_um = 3990
port_buffers = 75
dp_cells = 407
gp_congestion = 0.851

[run_status]
status = "completed"
==> routing by layer <==
| layer | vias up | global-route usage (%) |
|---|---|---|
| li1 | 1171 | - |
| met2 | 90 | 30.9 |
| met5 | - | 0 |
| met4 | 0 | 6.35 |
| met3 | 2 | 5.60 |
| met1 | 1009 | 29.3 |
==> final timing paths <==
check,depth (start not counted),slack (ns),from,endpoint
setup / recovery,1,0.31,pc_current[14],pc_current[14]
hold / removal,2,0.54,pc_current[6],pc_current[6]
setup reg to reg,4,3.37,pc_current[0],pc_current[21]
hold reg to reg,2,0.54,pc_current[6],pc_current[6]
==> cells by family after synthesis <==
family	after synthesis	synth area share [%]
AND-OR/OR-AND	51	17.6
XOR/XNOR	12	4.77
adder cells (fa/ha/maj)	1	0.568
buffers and inverters	59	14.8
flip-flops	37	33.6
multiplexers	1	0.455
other	1	0.170
AND/OR/NAND/NOR	109	28.1
==> synth_stat cells (2+ instances only) <==
cell and n:
nor2b_1 4, or4_1 3, or3_1 6, buf_4 27
and3_1 5, a2111oi_1 2, inv_1 16, nor2_1 29
a211oi_1 14, and4_1 9, dfxtp_1 37, o21ai_0 7
nand2_1 16, or2_2 2, a311oi_1 10, xor2_1 2
nor3_1 6, buf_1 2, a21oi_1 5, xnor2_1 10
buf_2 2, nand4_4 2, nand4_1 7, nand3_1 7
a2111oi_0 10, nor4_1 10, clkbuf_1 12
==> stage by stage <==
| stage | total power [µW] | cell area, µm² | util [%] | hold WS, ns | setup slack, ns |
|---|---|---|---|---|---|
| finish | 793 | 3220 | 61.8 | 0.545 | 0.310 |
| detailed placement | 470 | 2950 | 56.6 | 0.542 | 0.144 |
| floorplan | 403 | 2280 | - | 0.494 | 0.414 |
| global route | 869 | 3220 | 61.8 | 0.609 | 0.263 |
| CTS | 815 | 3220 | 61.8 | 0.548 | 0.293 |
| global placement | 469 | 2950 | 56.6 | 0.532 | 0.137 |
==> layout make-up <==
cell class | instances | area, µm²
clock inverter | 40 | 203
multi-input combinational | 197 | 1220
sequential | 37 | 741
tap | 70 | 87.6
timing repair buffer | 87 | 841
inverter | 15 | 56.3
clock buffer | 5 | 68.8
fill | 469 | 1990
==> layout by cell type, fill, tap and decap left out, types with 12 or more instances in the layout <==
cell type	netlist	routed
conb_1	1	23
dfxtp_1	37	37
clkdlybuf4s50_1	0	75
nand2_1	16	16
nor2_1	29	29
a211oi_1	14	14
buf_4	27	12
inv_1	16	53
==> power by group <==
group / switching [µW] / total, µW / internal (µW)
sequential: 25.6 / 311 / 286
combinational: 34.4 / 113 / 78.5
clock: 158 / 369 / 211
total: 218 / 793 / 575
==> flip-flops by register name (all words and copies together) (netlist names) <==
register	count
pc_current	32
Instruction	5
Power is estimated from default activity; no workload was simulated.
